<file path="run.sh">
#!/bin/bash
# OpenROAD 26Q1-2900-gdf79404cd8, Yosys 0.63+post, stock flow scripts
make -C /OpenROAD-flow-scripts/flow DESIGN_CONFIG=/design/flow/config.mk WORK_HOME=/design/flow/orfs finish
</file>
<file path="config.mk">
export PLATFORM = sky130hd
export DESIGN_NAME = sd_host
export DESIGN_NICKNAME = sd_host
export VERILOG_FILES = /design/flow/design.v
export SDC_FILE = /design/flow/constraint.sdc
export NUM_CORES = 4
export LEC_CHECK = 1
export CORE_UTILIZATION = 50
</file>
<file path="constraint.sdc">
current_design sd_host

set clk_period 100.9
set clk_io_pct 0.2

create_clock -name clk0 -period $clk_period [get_ports {clk}]

set non_clock_inputs [all_inputs -no_clocks]
set_input_delay [expr $clk_period * $clk_io_pct] -clock clk0 $non_clock_inputs
set_output_delay [expr $clk_period * $clk_io_pct] -clock clk0 [all_outputs]
</file>
<file path="design.v">
module register_set #(
                     parameter DATA_WIDTH = 8,
                     parameter ADDR_WIDTH = 8,
                     parameter MEM_DEPTH = 1 << ADDR_WIDTH
                     )
                     (
                      input logic                             clk,
                      input logic                             reset,
                      input logic                             wnr,
                      input logic [1:0]                       req,
                      input logic [ADDR_WIDTH-1:0]            address,
                      input logic [4*DATA_WIDTH-1:0]          data_in,
                      output logic                            ack,
                      output logic [4*DATA_WIDTH-1:0]         data_out,
                      output logic [DATA_WIDTH*MEM_DEPTH-1:0] mem_data_out
                                 );
   reg [DATA_WIDTH - 1: 0]    mem [0 : MEM_DEPTH - 1];
   integer                    j;
   genvar                     i;
   for(i=0; i<MEM_DEPTH;i=i+1) begin
      assign mem_data_out[DATA_WIDTH*i+:DATA_WIDTH] = mem[i];
   end
   always @(posedge clk) begin
      if(reset) begin
         for(j=0; j<256;j=j+1)
           mem[j]=0;
         data_out=0;
         ack=0;
      end
      else begin
         ack <= 0;
         data_out <= 0;
         if(wnr) begin
            if(req == 1) begin
               mem[address] <= data_in[DATA_WIDTH-1:0];
               ack <= 1;
            end
            if(req == 2) begin
               mem[address] <= data_in[DATA_WIDTH-1:0];
               mem[address+1] <= data_in[2*DATA_WIDTH-1:DATA_WIDTH];
               ack <= 1;
            end
            if(req == 3) begin
               mem[address] <= data_in[DATA_WIDTH-1:0];
               mem[address+1] <= data_in[2*DATA_WIDTH-1:DATA_WIDTH];
               mem[address+2] <= data_in[3*DATA_WIDTH-1:2*DATA_WIDTH];
               mem[address+3] <= data_in[4*DATA_WIDTH-1:3*DATA_WIDTH];
               ack <= 1;
            end
         end
         else begin
            if (req == 1) begin
               data_out[DATA_WIDTH-1:0] <= mem[address];
               ack <= 1;
            end
            if(req == 2) begin
               data_out[DATA_WIDTH-1:0] <= mem[address];
               data_out[2*DATA_WIDTH-1:DATA_WIDTH] <= mem[address+1];
               ack <= 1;
            end
            if(req == 3) begin
               data_out[DATA_WIDTH-1:0] <= mem[address];
               data_out[2*DATA_WIDTH-1:DATA_WIDTH] <= mem[address+1];
               data_out[3*DATA_WIDTH-1:2*DATA_WIDTH] <= mem[address+2];
               data_out[4*DATA_WIDTH-1:3*DATA_WIDTH] <= mem[address+3];
               ack <= 1;
            end  
         end  
      end  
   end  
endmodule  
   module remap(
                    input logic [2047:0] mem_data_out,
                    output logic [15:0]  sdma_address_low,
                    output logic [15:0]  sdma_address_high,
                    output logic [15:0]  block_size,
                    output logic [15:0]  block_count,
                    output logic [15:0]  argument_0,
                    output logic [15:0]  argument_1,
                    output logic [15:0]  response_0,
                    output logic [15:0]  response_1,
                    output logic [15:0]  response_2,
                    output logic [15:0]  response_3,
                    output logic [15:0]  response_4,
                    output logic [15:0]  response_5,
                    output logic [15:0]  response_6,
                    output logic [15:0]  response_7,
                    output logic [15:0]  buffer_data_port_0,
                    output logic [15:0]  buffer_data_port_1,
                    output logic [31:0]  present_state,
                    output logic [7:0]   host_control,
                    output logic [7:0]   power_control,
                    output logic [7:0]   block_gap_control,
                    output logic [7:0]   wakeup_control,
                    output logic [15:0]  clock_control,
                    output logic [7:0]   timeout_control,
                    output logic [7:0]   software_reset,
                    output logic [15:0]  normal_interrupt_status,
                    output logic [15:0]  error_interruprt_status,
                    output logic [15:0]  normal_interrupt_status_en,
                    output logic [15:0]  error_interruprt_status_en,
                    output logic [15:0]  normal_interrupt_signal_en,
                    output logic [15:0]  error_interruprt_signal_en,
                    output logic [15:0]  auto_cmd_12_error_status,
                    output logic [31:0]  capabilities,
                    output logic [15:0]  capabilities_resrv,
                    output logic [31:0]  max_current_capabilities,
                    output logic [31:0]  max_current_capabilities_resrv,
                    output logic [15:0]  force_event_auto_cmd_12_error_status,
                    output logic [15:0]  force_event_error_interrupt_status,
                    output logic [8:0]   adma_error_status,
                    output logic [63:0]  adma_system_address,
                    output logic [15:0]  slot_interrupt_status,
                    output logic [15:0]  host_controller_version
                    );
   assign sdma_address_low = mem_data_out[15:0];
   assign sdma_address_high = mem_data_out[31:16];
   assign block_size = mem_data_out[47:32];
   assign block_count = mem_data_out[63:48];
   assign argument_0 = mem_data_out[79:64];
   assign argument_1 = mem_data_out[95:80];
   assign response_0 = mem_data_out[111:96];
   assign response_1 = mem_data_out[127:112];
   assign response_2 = mem_data_out[143:128];
   assign response_3 = mem_data_out[159:144];
   assign response_4 = mem_data_out[175:160];
   assign response_5 = mem_data_out[191:176];
   assign response_6 = mem_data_out[207:192];
   assign response_7 = mem_data_out[223:208];
   assign buffer_data_port_0 = mem_data_out[239:224];
   assign buffer_data_port_1 = mem_data_out[255:240];
   assign present_state = mem_data_out[271:256];
   assign host_control = mem_data_out[287:272];
   assign power_control = mem_data_out[303:288];
   assign block_gap_control = mem_data_out[319:304];
   assign wakeup_control = mem_data_out[335:320];
   assign clock_control = mem_data_out[351:336];
   assign timeout_control = mem_data_out[367:352];
   assign software_reset = mem_data_out[383:368];
   assign normal_interrupt_status = mem_data_out[399:384];
   assign error_interruprt_status = mem_data_out[415:400];
   assign normal_interrupt_status_en = mem_data_out[431:416];
   assign error_interruprt_status_en = mem_data_out[447:432];
   assign normal_interrupt_signal_en = mem_data_out[463:448];
   assign error_interruprt_signal_en = mem_data_out[479:464];
   assign auto_cmd_12_error_status = mem_data_out[495:480];
   assign capabilities = mem_data_out[543:512];
   assign capabilities_resrv = mem_data_out[575:544];
   assign max_current_capabilities = mem_data_out[607:576];
   assign max_current_capabilities_resrv = mem_data_out[639:608];
   assign force_event_auto_cmd_12_error_status = mem_data_out[655:640];
   assign force_event_error_interrupt_status = mem_data_out[671:656];
   assign adma_error_status = mem_data_out[679:672];
   assign adma_system_address = mem_data_out[767:704];
   assign slot_interrupt_status = mem_data_out[2031:2016];
   assign host_controller_version = mem_data_out[2047:2032];
endmodule  
module register_block(
                      input logic         clk,
                      input logic         reset,
                      input logic         wnr,
                      input logic [1:0]   req,
                      input logic [7:0]   address,
                      input logic [31:0]  data_in,
                      output logic        ack,
                      output logic [31:0] data_out,
                      output logic [15:0] sdma_address_low,
                      output logic [15:0] sdma_address_high,
                      output logic [15:0] block_size,
                      output logic [15:0] block_count,
                      output logic [15:0] argument_0,
                      output logic [15:0] argument_1,
                      output logic [15:0] response_0,
                      output logic [15:0] response_1,
                      output logic [15:0] response_2,
                      output logic [15:0] response_3,
                      output logic [15:0] response_4,
                      output logic [15:0] response_5,
                      output logic [15:0] response_6,
                      output logic [15:0] response_7,
                      output logic [15:0] buffer_data_port_0,
                      output logic [15:0] buffer_data_port_1,
                      output logic [31:0] present_state,
                      output logic [7:0]  host_control,
                      output logic [7:0]  power_control,
                      output logic [7:0]  block_gap_control,
                      output logic [7:0]  wakeup_control,
                      output logic [15:0] clock_control,
                      output logic [7:0]  timeout_control,
                      output logic [7:0]  software_reset,
                      output logic [15:0] normal_interrupt_status,
                      output logic [15:0] error_interruprt_status,
                      output logic [15:0] normal_interrupt_status_en,
                      output logic [15:0] error_interruprt_status_en,
                      output logic [15:0] normal_interrupt_signal_en,
                      output logic [15:0] error_interruprt_signal_en,
                      output logic [15:0] auto_cmd_12_error_status,
                      output logic [31:0] capabilities,
                      output logic [15:0] capabilities_resrv,
                      output logic [31:0] max_current_capabilities,
                      output logic [31:0] max_current_capabilities_resrv,
                      output logic [15:0] force_event_auto_cmd_12_error_status,
                      output logic [15:0] force_event_error_interrupt_status,
                      output logic [8:0]  adma_error_status,
                      output logic [63:0] adma_system_address,
                      output logic [15:0] slot_interrupt_status,
                      output logic [15:0] host_controller_version
                      );
   logic [2047:0]                         mem_data_out;
   register_set r(  
                    .clk(clk),
                    .reset(reset),
                    .wnr(wnr),
                    .req(req),
                    .address(address),
                    .mem_data_out(mem_data_out),
                    .data_out(data_out),
                    .ack(ack),
                    .data_in(data_in)
                   );
   remap map(  
              .mem_data_out(mem_data_out),
              .sdma_address_low(sdma_address_low),
              .sdma_address_high(sdma_address_high),
              .block_size(block_size),
              .block_count(block_count),
              .argument_0(argument_0),
              .argument_1(argument_1),
              .response_0(response_0),
              .response_1(response_1),
              .response_2(response_2),
              .response_3(response_3),
              .response_4(response_4),
              .response_5(response_5),
              .response_6(response_6),
              .response_7(response_7),
              .buffer_data_port_0(buffer_data_port_0),
              .buffer_data_port_1(buffer_data_port_1),
              .present_state(present_state),
              .host_control(host_control),
              .power_control(power_control),
              .block_gap_control(block_gap_control),
              .wakeup_control(wakeup_control),
              .clock_control(clock_control),
              .timeout_control(timeout_control),
              .software_reset(software_reset),
              .normal_interrupt_status(normal_interrupt_status),
              .error_interruprt_status(error_interruprt_status),
              .normal_interrupt_status_en(normal_interrupt_status_en),
              .error_interruprt_status_en(error_interruprt_status_en),
              .normal_interrupt_signal_en(normal_interrupt_signal_en),
              .error_interruprt_signal_en(error_interruprt_signal_en),
              .auto_cmd_12_error_status(auto_cmd_12_error_status),
              .capabilities(capabilities),
              .capabilities_resrv(capabilities_resrv),
              .max_current_capabilities(max_current_capabilities),
              .max_current_capabilities_resrv(max_current_capabilities_resrv),
              .force_event_auto_cmd_12_error_status(force_event_auto_cmd_12_error_status),
              .force_event_error_interrupt_status(force_event_error_interrupt_status),
              .adma_error_status(adma_error_status),
              .adma_system_address(adma_system_address),
              .slot_interrupt_status(slot_interrupt_status),
              .host_controller_version(host_controller_version)
              );
endmodule  
module sd_host(
               input logic         clk,
               input logic         reset,
               input logic         wnr,
               input logic [1:0]   req,
               input logic [7:0]   address,
               input logic [31:0]  data_in,
               output logic        ack,
               output logic [31:0] data_out,
);
register_block register_block(
                              .clk(clk),
                              .reset(reset),
                              .wnr(wnr),
                              .req(req),
                              .address(address),
                              .data_out(data_out),
                              .ack(ack),
                              .data_in(data_in)
                              );
endmodule  
</file>
==> impl_metrics.yaml <==
# yosys + openroad results
clock_tree:
  htree_levels: 5
  cts_setup_buffers: 0
  max-clock-path-buffers: 4
  postCtsHoldBufs: 0
  cts_root_buf: "clkbuf_16"
  postCtsResizedCells: 0
  clock-sinks: 2081
  numCtsBuffers: 283
run_status:
  lastStage: "5_1_grt"
  status: "aborted with a tool error"
  error: "[ERROR GRT-0116] Global routing finished with congestion. Check the congestion regions in the DRC Viewer."
placement:
  port_buffers: 77
  placed_cells: 47314
  dp_hpwl_mm: 2656
  gp_congestion: 2.686
yosys:
  ys_types: 93
  yosys_warnings: 2
  synthArstFlopShare_pct: 0
  edf_count: 0
  yosysTopAreaCell: "dfxtp_1"
  syn_area_um2: 257300
  synthTopCellsByCount: "nand2_1 (7595), nor2_1 (4947), clkbuf_1 (3904)"
  synth.top_cell.area_share_pct: 16.19
  postSynthAreaPerCell_um2: 6.366
  ys_seq_share_pct: 16.19
  ys_chip_area_um2: 257300
  flop_cell: "dfxtp_1"
  yosysMostFrequentCell: "nand2_1"
  synth_cells: 40420
  ys_ff: 2081
  ys_cells: 40420
  top_cells_by_area: "dfxtp_1 (16%), nand2_1 (11%), mux2i_1 (9.6%)"
floorplan:
  fp_util_pct: 50.19
  rows: 263
  die_w_um: 719.4
  num_io_pins: 78
  die_y_um: 719.4
grt:
  grt_max_degree: 147
  grt_pass1_wl_mm: 4839
  track_usage_pct: 144.7
  grt-ovfl-total: 173687
  first_global_vias: 425838
[logic make-up after synthesis]
kind of cell               Yosys count  share of synthesized area (%)
and+or+nand+nor                  15567                          24.91
AOI/OAI and AO/OA                15100                          39.99
buffers and inverters             4680                          7.022
muxes                             2969                          11.79
DFF                               2081                          16.19
xor gates and xnor gates            21                        0.08314
adders and majority gates            2                       0.009723
[through the flow]
step	worst slack (ns)	utilization [%]	area (um^2)
after floorplan	76.53	-	257300
after global placement	72.94	56.43	289300
after detailed placement	73.39	56.46	289400
after CTS	74.41	58.28	298800
[metal layers]
| layer | global-route usage (%) | GRT overflow |
|---|---|---|
| met4 | 117.0 | 10684 |
| met5 | 105.6 | 1541 |
| met2 | 181.8 | 88115 |
| met3 | 114.9 | 15585 |
| met1 | 146.5 | 57762 |
